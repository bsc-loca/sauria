File: /design/flow/run.sh
#!/bin/bash
# OpenROAD 26Q1-2900-gdf79404cd8, Yosys 0.63+post, stock flow scripts
make -C /OpenROAD-flow-scripts/flow DESIGN_CONFIG=/design/flow/config.mk WORK_HOME=/design/flow/orfs finish
File: /design/flow/config.mk
export PLATFORM = sky130hd
export DESIGN_NAME = psm_rdata_manager
export DESIGN_NICKNAME = psm_rdata_manager
export VERILOG_FILES = /design/flow/design.v
export SDC_FILE = /design/flow/constraint.sdc
export NUM_CORES = 4
export LEC_CHECK = 1
export CORE_UTILIZATION = 40
File: /design/flow/constraint.sdc
current_design psm_rdata_manager

set clk_period 9.4
set clk_io_pct 0.2

create_clock -name clk0 -period $clk_period [get_ports {i_clk}]

set non_clock_inputs [all_inputs -no_clocks]
set_input_delay [expr $clk_period * $clk_io_pct] -clock clk0 $non_clock_inputs
set_output_delay [expr $clk_period * $clk_io_pct] -clock clk0 [all_outputs]
File: /design/flow/design.v
package sauria_addr_pkg;
    parameter CONTROLLER_OFFSET = 32'h4000_0000;
    parameter SAURIA_OFFSET     = 32'h5000_0000;
    parameter DMA_OFFSET        = 32'h6000_0000;
    parameter CFG_REGS_OFFSET   = 32'h0000_0000;
    parameter CFG_CON_OFFSET    = 32'h0000_0200;
    parameter CFG_ACT_OFFSET    = 32'h0000_0400;
    parameter CFG_WEI_OFFSET    = 32'h0000_0600;
    parameter CFG_OUT_OFFSET    = 32'h0000_0800;
    parameter SRAMA_OFFSET      = 32'h0004_0000;
    parameter SRAMB_OFFSET      = 32'h0008_0000;
    parameter SRAMC_OFFSET      = 32'h000C_0000;
    parameter SAURIA_DMA_OFFSET         = 32'hD000_0000;
    parameter SAURIA_DMA_ADDR_MASK      = 32'hF000_0000;
    parameter AXI_CONTROLLER_ADDR_MASK      = 32'hFFFF_FF00;
    parameter AXI_SAURIA_ADDR_MASK          = 32'hFFC0_0000;
    parameter AXI_DMA_ADDR_MASK             = 32'hFFFF_FFC0;
    parameter SAURIA_MEM_ADDR_MASK          = 32'h003C_0000;
    parameter SAURIA_REG_ADDR_MASK          = 32'h000F_FE00;
endpackage
module psm_rdata_manager #(
    parameter Y = 3,
    parameter OC_W = 48,
    parameter SRAMC_N = 2,
    parameter SRAMC_W = 96,
    parameter BUFF_W = 144
)(
	input  logic 				    i_clk,
	input  logic					i_rstn,
    input  logic [SRAMC_W-1:0]      i_sramc_data,        
    input  logic [0:Y-1]            i_rows_active,       
    input  logic					i_feeder_en,         
    input  logic                    i_clearbuff,         
    input  logic [0:SRAMC_N-1]      i_mask,              
	output logic                    o_fifo_push, 	     
	output logic [BUFF_W-1:0]       o_fifo_din           
);
localparam N_ELM_BITS = $clog2(SRAMC_N+1)+1;
localparam Y_CNT_BITS = $clog2(Y+1)+1;
logic [0:SRAMC_N-1][OC_W-1:0] sram_elements;
logic [0:SRAMC_N-1] mask_q1, mask_q2;
logic [0:SRAMC_N-1][N_ELM_BITS-1:0]         par_sums;
logic [0:SRAMC_N-1][N_ELM_BITS-1:0]         elm_idx;
logic                   [Y_CNT_BITS-1:0]    shift_idx;
logic [0:Y-1][Y_CNT_BITS-1:0]               order_pat, upload_idx;
logic [0:Y-1]             buff_active_d, buff_active_q;
logic [0:Y-1]             buff_en;
logic [0:Y-1][OC_W-1:0]   buff_d, buff_q;
logic [0:SRAMC_N-1]             map_flags;
logic fifo_push;
logic [BUFF_W-1:0]      buff_obus;
genvar ii;
generate
    for (ii=0; ii < SRAMC_N; ii++) begin
        assign sram_elements[ii] = i_sramc_data[ii*OC_W+:OC_W];
    end
endgenerate
genvar jj;
generate
    for (jj=0; jj < Y; jj++) begin
        assign buff_obus[jj*OC_W+:OC_W] = buff_q[jj];
    end
endgenerate
always_ff @(posedge i_clk or negedge i_rstn) begin : mask_reg
    if(~i_rstn) begin
        mask_q1 <= 0;
        mask_q2 <= 0;
    end else begin
        if (i_feeder_en) begin
            mask_q1 <= i_mask;
            mask_q2 <= mask_q1;
        end
    end
end
always_comb begin
    buff_d = buff_q;
    buff_active_d = buff_active_q;
    map_flags = 0;
    if (i_clearbuff) begin
        buff_active_d = 0;
    end else if (i_feeder_en) begin
        if (fifo_push) begin
            buff_active_d = 0;
        end
        for (integer i=0; i < SRAMC_N; i++) begin
            if (mask_q2[i]) begin
                for (integer j=0; j < Y; j++) begin
                    if (i_rows_active[j]) begin
                        if ((!buff_active_d[j]) && (!map_flags[i])) begin
                            buff_active_d[j] = 1'b1;
                            map_flags[i] = 1'b1;
                            buff_d[j] = sram_elements[i];
                        end
                    end
                end
            end
        end
    end
    buff_active_d = buff_active_d | (~i_rows_active);
end
genvar j;
generate
    for (j=0; j < Y; j++) begin
        always_ff @(posedge i_clk or negedge i_rstn) begin : pingpong_reg
            if(~i_rstn) begin
                buff_q[j] <= 0;
                buff_active_q[j] <= 0;
            end else begin
                buff_q[j] <= buff_d[j];
                buff_active_q[j] <= buff_active_d[j];
            end
        end
    end
endgenerate
always_comb begin
    fifo_push = 0;
    if (i_feeder_en) begin
        if (buff_active_q == '1) begin
            fifo_push = 1;
        end
    end
end
assign o_fifo_din = (i_feeder_en)? buff_obus : 0;
assign o_fifo_push = fifo_push;
endmodule 
==> impl_metrics.csv <==
group,metric,value,unit
run_status,status,"completed",
setup_path,cp_cell_sequence,"buf_4, buf_4, nand2_1, nor2_1, clkdlybuf4s50_1",
final_layout,ff_latch_area,3784,um2
route,drt-pass1-iter-count,5,
setup_path,crit_path_frequent_cell,"buf_4",
route,drc,0,
placement,gp_congestion,0.8322,
route,final_antenna_net_count,0,
yosys,topCellsByArea,"dfrtp_1 46%, and2_1 15%, a221o_1 5.9%",
yosys,top_area_frac,0.4622,
setup_path,cp_slowest_cell,"buf_4",
final_layout,syn_to_final_growth,38.86,%
yosys,ys_cells,874,
sta,period_minus_slack,5.963,ns
route,vias,7483,
yosys,ys_warn_count,1,
route,avgRoutedWirePerCell,20.33,um
global_route,grt.met3_usage,0.06218,
setup_path,crit_path_max_incr_delay,0.74,ns
power,total_power,2.468,mW
setup_path,crit_path_start_kind,"input port",
setup_path,reg2reg_slack,6.23,ns
placement,io_buffer_count,249,
sta,finalHoldViolations,0,
placement,placedCellCount,1320,
sta,skew,0.01166,ns
global_route,antenna_found_initial,2,
sta,finalClockPeriodUsage,0.6343,
global_route,grt_pass1_vias,7539,
sta,slew_headroom,0.4530,
yosys,netlist_instances,874,
global_route,grt_max_degree,96,
yosys,yosys.area.top_type,"dfrtp_1",
sta,max_freq,167.7,MHz
yosys,ys_seq_frac,0.4622,
yosys,syn_area,8175,um2
clock_tree,clock_latency,0.42,ns
die,std_cell_rows,51,
global_route,met1_usage,0.4317,
route,initialDrtViolationCount,423,
final_layout,nFillCells,1701,
global_route,track_usage,0.2709,
sta,tightest_slew,0.8204,ns
final_layout,fin_util,0.5757,
die,die_h,145.0,um
final_layout,logic_area,3855,um2
sta,drv_slew,0,
setup_path,required,7.52,ns
sta,tns,0,ns
setup_path,crit_path_max_fanout,95,
die,core_area,19720,um2
sta,rsz0062_at_grt,"false",
die,num_io_pins,250,
clock_tree,post_cts_buffers,0,
run,warnings,25,
clock_tree,cts_tree,"yes",
sta,setup_violations,0,
setup_path,crit_arrival,4.08,ns
yosys,avgSynthCellArea,9.354,um2
die,fp_util,0.4146,
clock_tree,cts_buffer_depth,2,
clock_tree,cts-resized-gates,0,
final_layout,drive_gt1_frac,0.06164,
placement,place_hpwl,16.45,mm
global_route,top_usage_layer,"met1",
clock_tree,cts_buffers,17,
yosys,synth_cell_types,39,
route,finalWirelength,27.50,mm
power,power.density,217.4,nW/um2
clock_tree,postCtsHoldBufs,0,
clock_tree,cts_sinks,151,
min_path,hp-class,"register to register",
route,drt-vias-per-instance,5.531,
clock_tree,cts.htree.levels,4,
die,chip_area,21010,um2
clock_tree,clk_transition_reported_paths,0.06,ns
power,leakagePower,4.649,nW
final_layout,stdcell_count,1353,
setup_path,end_kind,"output port",
yosys,yosys-stat-area,8175,um2
yosys,synth_flops,151,
global_route,grt.overflow.total,0,
global_route,grt_first_pass_wirelength,43.44,mm
power,ir_drop,0.1254,mV
clock_tree,clock-root-buffer,"clkbuf_16",
die,fp.dieW,145.0,um
setup_path,crit_type,"input port to output port",
global_route,met2_usage,0.4007,
run,maxCapViolations,0,
-- layout by cell type (no fill, tap or decap), drive strengths merged --
| cell | synthesis | layout |
|---|---|---|
| clkdlybuf4s50 | 0 | 247 |
| and2 | 195 | 195 |
| dfrtp | 151 | 151 |
| inv | 51 | 53 |
| o21ai | 52 | 52 |
| a21oi | 51 | 51 |
| a31oi | 49 | 49 |
| a22oi | 48 | 48 |
| nor2b | 48 | 48 |
| a221o | 48 | 48 |
| o22ai | 48 | 48 |
| clkbuf | 53 | 20 |
| buf | 31 | 18 |
| nand2 | 10 | 10 |
| nor2 | 8 | 8 |
| nand3 | 6 | 6 |
| clkinvlp | 0 | 5 |
| clkinv | 0 | 4 |
| mux2 | 3 | 3 |
| nand2b | 3 | 3 |
| o21bai | 2 | 2 |
| a32oi | 2 | 2 |
| nand4 | 2 | 2 |
| nor4 | 2 | 2 |
| nor3 | 2 | 2 |
| diode | 0 | 1 |
| o221ai | 1 | 1 |
| o211a | 1 | 1 |
| a21bo | 1 | 1 |
| a32o | 1 | 1 |
| a311o | 1 | 1 |
| o2111ai | 1 | 1 |
| or2 | 1 | 1 |
| a211oi | 1 | 1 |
| nand4b | 1 | 1 |
| bufinv | 0 | 1 |
-- registers in the layout, indices dropped and copies added (netlist names) --
| name | flops |
|---|---|
| buff_q | 144 |
| buff_active_q | 3 |
| mask_q1 | 2 |
| mask_q2 | 2 |
-- worst max-delay path, delay by kind of cell --
family | cells | cell delay [ns]
simple gates | 2 | 0.39
buf+inv | 3 | 1.73
-- layer usage --
layer | part of all wire | vias to the layer above | wire, um
met5 | 0.00047 | - | 13
met4 | 0.013 | 2 | 345
met3 | 0.078 | 20 | 2153
met2 | 0.45 | 321 | 12260
met1 | 0.46 | 3618 | 12730
li1 | - | 3522 | -
-- cells by family after synthesis --
group / share of synthesized area
AND/OR/NAND/NOR: 0.2115
multiplexers: 0.004132
flip-flops: 0.4622
buffers and inverters: 0.07009
AND-OR/OR-AND: 0.2521
-- worst paths after layout --
check	start	to	cells after the start
setup / recovery	i_feeder_en	o_fifo_push	5
hold reg to reg	mask_q1[0]	mask_q2[0]	2
max in group asynchronous	i_rstn	mask_q2[1]	3
hold / removal	mask_q1[0]	mask_q2[0]	2
min in group asynchronous	i_rstn	buff_q[8]	1
setup reg to reg	mask_q2[1]	buff_q[49]	5
-- area by class of cell --
class                   instances  area share
multi-input cells             588      0.3396
flip-flops and latches        151      0.3333
repair buffers                265      0.2300
clock buffers                  20     0.04023
well taps                     265     0.02921
inverters                      51     0.01686
clock inverters                12     0.01058
diodes                          1   0.0002204
-- report_power, final --
part	switching, mW	leakage [nW]	internal (mW)	total, mW
registers	0.137	1.66	0.882	1.02
clock network	0.284	0.265	0.382	0.666
logic	0.267	2.73	0.516	0.783
total	0.688	4.65	1.78	2.47
-- Yosys cell counts (all sizes together) --
| cell | number |
|---|---|
| and2 | 195 |
| dfrtp | 151 |
| clkbuf | 53 |
| o21ai | 52 |
| a21oi | 51 |
| inv | 51 |
| a31oi | 49 |
| a221o | 48 |
| a22oi | 48 |
| nor2b | 48 |
| o22ai | 48 |
| buf | 31 |
| nand2 | 10 |
| nor2 | 8 |
| nand3 | 6 |
| mux2 | 3 |
| nand2b | 3 |
| a32oi | 2 |
| nand4 | 2 |
| nor3 | 2 |
| nor4 | 2 |
| o21bai | 2 |
| a211oi | 1 |
| a21bo | 1 |
| a311o | 1 |
| a32o | 1 |
| nand4b | 1 |
| o2111ai | 1 |
| o211a | 1 |
| o221ai | 1 |
| or2 | 1 |
-- stage by stage --
stage / area, um2 / hold WS (ns) / worst slack (ns)
floorplan: 8175 / 0.4492 / 4.779
global placement: 10770 / 0.4873 / 3.504
detailed placement: 10770 / 0.4856 / 3.451
CTS: 11350 / 0.5000 / 3.453
global route: 11350 / 0.5159 / 3.221
finish: 11350 / 0.4965 / 3.437
No activity file was given, so power comes from the tool's default toggle rates.
