===== flow/config.mk =====
export PLATFORM = sky130hd
export DESIGN_NAME = multiplier_bam
export DESIGN_NICKNAME = multiplier_bam
export VERILOG_FILES = /design/flow/design.v
export SDC_FILE = /design/flow/constraint.sdc
export NUM_CORES = 4
export LEC_CHECK = 1
export CORE_UTILIZATION = 30

===== flow/constraint.sdc =====
current_design multiplier_bam

set clk_period 28.8
set clk_io_pct 0.2

create_clock -name clk0 -period $clk_period

set non_clock_inputs [all_inputs -no_clocks]
set_input_delay [expr $clk_period * $clk_io_pct] -clock clk0 $non_clock_inputs
set_output_delay [expr $clk_period * $clk_io_pct] -clock clk0 [all_outputs]

===== flow/run.sh =====
#!/bin/bash
# OpenROAD 26Q1-2900-gdf79404cd8, Yosys 0.63+post, stock flow scripts
make -C /OpenROAD-flow-scripts/flow DESIGN_CONFIG=/design/flow/config.mk WORK_HOME=/design/flow/orfs finish

===== flow/design.v =====
package sauria_addr_pkg;
    parameter CONTROLLER_OFFSET = 32'h4000_0000;
    parameter SAURIA_OFFSET     = 32'h5000_0000;
    parameter DMA_OFFSET        = 32'h6000_0000;
    parameter CFG_REGS_OFFSET   = 32'h0000_0000;
    parameter CFG_CON_OFFSET    = 32'h0000_0200;
    parameter CFG_ACT_OFFSET    = 32'h0000_0400;
    parameter CFG_WEI_OFFSET    = 32'h0000_0600;
    parameter CFG_OUT_OFFSET    = 32'h0000_0800;
    parameter SRAMA_OFFSET      = 32'h0004_0000;
    parameter SRAMB_OFFSET      = 32'h0008_0000;
    parameter SRAMC_OFFSET      = 32'h000C_0000;
    parameter SAURIA_DMA_OFFSET         = 32'hD000_0000;
    parameter SAURIA_DMA_ADDR_MASK      = 32'hF000_0000;
    parameter AXI_CONTROLLER_ADDR_MASK      = 32'hFFFF_FF00;
    parameter AXI_SAURIA_ADDR_MASK          = 32'hFFC0_0000;
    parameter AXI_DMA_ADDR_MASK             = 32'hFFFF_FFC0;
    parameter SAURIA_MEM_ADDR_MASK          = 32'h003C_0000;
    parameter SAURIA_REG_ADDR_MASK          = 32'h000F_FE00;
endpackage
module bam_cell #(
)(
    input   logic	i_a,
	input   logic 	i_b,
	input  	logic 	i_s,
	input  	logic 	i_cin,
	output  logic 	o_s,
	output  logic 	o_cout
);
logic 			and_result;
logic [1:0] 	sum_result;
assign and_result = i_a & i_b;
assign sum_result = and_result + i_s + i_cin;
assign o_s = sum_result[0];
assign o_cout = sum_result[1];
endmodule
module multiplier_bam #(
    parameter APPROX_TYPE = 0,
    parameter VBL = 0,
    parameter HBL = 0,
    parameter logic SIGNED = 0,
    parameter IA_W = 16,
    parameter IB_W = 16,
    parameter MUL_W = 32
)(
	input logic 				i_clk,
    input logic                 i_en_ff,
	input logic					i_rstn,
    input  logic [IA_W-1:0]   	i_a,	 
	input  logic [IB_W-1:0]		i_b,	 
	output logic [MUL_W-1:0]  	o_prod 	 
);
localparam IN_W = ((IA_W) > (IB_W) ? (IA_W) : (IB_W));
logic a_sign, b_sign, prod_sign;
logic signed [IN_W-1:0] a;
logic signed [IN_W-1:0] b;
logic [IN_W:0][2*IN_W:0] s_array, c_array;
logic [MUL_W-1:0]   product;
generate
    if (SIGNED) begin
        assign a_sign = i_a[IA_W-1];
        assign b_sign = i_b[IB_W-1];
        assign prod_sign = a_sign ^ b_sign;
        assign a = (a_sign)? {1'b0, -i_a[IA_W-2:0]} : {1'b0, i_a[IA_W-2:0]};
        assign b = (b_sign)? {1'b0, -i_b[IB_W-2:0]} : {1'b0, i_b[IB_W-2:0]};
    end else begin
        assign a = i_a;
        assign b = i_b;
    end
endgenerate
genvar x,y;
generate
    for (x=0; x < IN_W; x++) begin : x_axis
        for (y=0; y < 2*IN_W; y++) begin : y_axis
            if (x==0) begin
                assign s_array[x][y] = 1'b0;
                assign c_array[x][y] = 1'b0;
            end
            if (((y-x)<IN_W) && (y>=x) && (x>=HBL) && (y>=VBL)) begin
                bam_cell #(
                ) bam_cell_i(
                    .i_a(a[x]),                      
                    .i_b(b[y-x]),                    
                    .i_s(s_array[x][y]),
                    .i_cin(c_array[x][y]),
                    .o_s(s_array[x+1][y]),           
                    .o_cout(c_array[x+1][y+1])       
                );
            end else begin
                assign s_array[x+1][y] =    s_array[x][y];
                assign c_array[x+1][y+1] =  1'b0;
            end
        end
    end
endgenerate
assign product[IN_W-1:0] = s_array[IN_W][IN_W-1:0];
assign product[2*IN_W-1:IN_W] = s_array[IN_W][2*IN_W-1:IN_W] + c_array[IN_W][2*IN_W-1:IN_W];
generate
    if (SIGNED) begin
        assign o_prod = (prod_sign)? -product : product;
    end else begin
        assign o_prod = product;
    end
endgenerate
endmodule

==> impl_metrics.yaml <==
# yosys + openroad results
run_status:
  status: "complete, no violations"
detailed_routing:
  drt_wl_total_um: 11470
  postRouteAntennaNets: 0
  via_count: 4716
  first_iter_violations: 92
  viasPerCell: 4.424
  drc_errors: 0
  n_antenna_cell: 0
  first_pass_iters: 4
  routedWlPerCell_um: 10.76
global_route:
  antenna_found_initial: 0
  grt_overflow_total: 0
  grt_usage_pct: 11.67
  grt_max_degree: 17
  grt_pass1_wl_um: 23500
  grt_pass1_vias: 5425
final_layout:
  fin_util_pct: 34.03
  final_cells: 1066
  register_area_um2: 0
  seq_cell_count: 0
  n_clock_buffer: 0
  postLayoutCellArea_mm2: 0.008013
  fillers: 2469
  area_growth_syn_to_layout_pct: 11.08
  drive_gt1_share_pct: 0.9371
logic_synthesis:
  synth_top_cell_by_area: "fa_1"
  ys_warn_count: 0
  yosys_area_mm2: 0.007213
  synthDistinctLibCells: 39
  ys_cells: 731
  synthTopCellsByArea: "fa_1, and2_1, ha_1"
  postSynthCellCount: 731
  synth_top_area_share_pct: 58.56
  yosysSeqAreaShare_pct: 0
  synth_area_mm2: 0.007213
  synth_top_cell_by_count: "fa_1"
  synthTopCellsByCount: "fa_1, and2_1, inv_1, nand2_1, clkbuf_1"
  avgSynthCellArea_um2: 9.868
setup_path:
  path_buffers: 6
  cp_data_arrival_time_ps: 15900
  max_stage_delay_ps: 710
  worstSetupStartpointType: "primary input"
  slowest_stage: "clkdlybuf4s50_1"
  crit_required_ps: 23040
  critPathMaxFanout: 16
  path_depth: 29
  cp-startpoint: "i_b[15]"
  crit_family: "adder cells"
  crit_top_cell: "fa_1"
  worst_setup_path_end_kind: "output port"
  worstSetupPathType: "in2out"
sta:
  max_freq_mhz: 46.16
  hold_violations: 0
  setup_viol: 0
  layout_setup_ws_ps: 7137
  final_max_slew_viol_count: 0
  period_minus_slack_ps: 21660
  setup_tns_ps: 0
  rsz0062_at_grt: "false"
  hold_slack_ps: 12880
  period_used_pct: 75.22
  worst_slew_pin_slew_ps: 574.6
  slew_headroom_pct: 61.57
flow_run:
  drv_cap: 0
  tool_warnings: 35
place:
  place_congestion: 0.7662
  post-place-cells: 1066
  postPlaceCellArea_mm2: 0.008013
  dpl_worst_slack_ps: 7067
  dpl.hpwl_um: 10490
  numPortBuffers: 64
cts:
  cts_resized: 0
  hold_buffers: 0
  postCtsSetupBuffers: 0
floorplan:
  coreArea_mm2: 0.02354
  dieHeight_um: 157.1
  fp_util_pct: 30.64
  die_w_um: 157.1
  die_area_mm2: 0.02467
  io_pins: 67
  std_cell_rows: 56
worst_hold_path:
  hold_path.class: "in2out"
  hold_start: "i_a[0]"
  hold-path-cell-count: 3
layout make-up:
type	count	area, um2	share of cell area (%)
inverter	99	371.6	4.638
multi-input combinational	584	6601	82.39
timing repair buffer	64	640.6	7.995
tap	319	399.1	4.981
cell usage in the layout (no fill, tap or decap), types with 4 or more instances in the layout:
cell,count
a21o_1,4
a21oi_1,8
and2_1,202
clkdlybuf4s50_1,64
fa_1,211
ha_1,30
inv_1,99
nand2_1,69
nor2_1,10
o21ai_0,7
path summary, 6_finish.rpt:
check	end	slack, ps
min	o_prod[0]	12880
max	o_prod[28]	7140
metal layers:
layer,vias up,track usage (%),share of wire (%)
li1,2182,-,-
met1,2486,17.10,47
met2,48,21.16,51
met3,0,0.5327,2.1
met4,0,0,0
met5,-,0,0
kinds of logic after synthesis:
kind of cell               Yosys count  share of synthesized area [%]
AOI/OAI and AO/OA                   34                          3.192
buffers and inverters              147                          8.482
xor gates and xnor gates             6                         0.7287
adders and majority gates          241                          63.76
muxes                                2                         0.2775
and+or+nand+nor                    301                          23.56
