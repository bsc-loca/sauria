==> design/flow/design.v <==
package sauria_addr_pkg;
    parameter CONTROLLER_OFFSET = 32'h4000_0000;
    parameter SAURIA_OFFSET     = 32'h5000_0000;
    parameter DMA_OFFSET        = 32'h6000_0000;
    parameter CFG_REGS_OFFSET   = 32'h0000_0000;
    parameter CFG_CON_OFFSET    = 32'h0000_0200;
    parameter CFG_ACT_OFFSET    = 32'h0000_0400;
    parameter CFG_WEI_OFFSET    = 32'h0000_0600;
    parameter CFG_OUT_OFFSET    = 32'h0000_0800;
    parameter SRAMA_OFFSET      = 32'h0004_0000;
    parameter SRAMB_OFFSET      = 32'h0008_0000;
    parameter SRAMC_OFFSET      = 32'h000C_0000;
    parameter SAURIA_DMA_OFFSET         = 32'hD000_0000;
    parameter SAURIA_DMA_ADDR_MASK      = 32'hF000_0000;
    parameter AXI_CONTROLLER_ADDR_MASK      = 32'hFFFF_FF00;
    parameter AXI_SAURIA_ADDR_MASK          = 32'hFFC0_0000;
    parameter AXI_DMA_ADDR_MASK             = 32'hFFFF_FFC0;
    parameter SAURIA_MEM_ADDR_MASK          = 32'h003C_0000;
    parameter SAURIA_REG_ADDR_MASK          = 32'h000F_FE00;
endpackage
module mul_2x2 #(
	parameter APPROX = 0   	 
)(
    input   logic [1:0]   	i_a,
	input   logic [1:0]		i_b,
	output  logic [3:0]  	o_ab 	 
);
logic [3:0] 	ab_prod;
logic 			and_0_0, and_0_1, and_1_0, and_1_1, and_cross;
generate
	if (APPROX == 0) begin
		assign and_0_0 = i_a[0] & i_b[0];
		assign and_0_1 = i_a[0] & i_b[1];
		assign and_1_0 = i_a[1] & i_b[0];
		assign and_1_1 = i_a[1] & i_b[1];
		assign and_cross = and_0_1 & and_1_0;
		assign ab_prod[0] = and_0_0;
		assign ab_prod[1] = and_0_1 ^ and_1_0;
		assign ab_prod[2] = and_1_1 ^ and_cross;
		assign ab_prod[3] = and_1_1 & and_cross;
	end else if (APPROX == 1) begin
		assign and_0_0 = i_a[0] & i_b[0];
		assign and_0_1 = i_a[0] & i_b[1];
		assign and_1_0 = i_a[1] & i_b[0];
		assign and_1_1 = i_a[1] & i_b[1];
		assign ab_prod[0] = and_0_0;
		assign ab_prod[1] = and_0_1 | and_1_0;
		assign ab_prod[2] = and_1_1;
		assign ab_prod[3] = 0;
	end
endgenerate
assign o_ab = ab_prod;
endmodule
module multiplier_wallace #(
	parameter APPROX_TYPE = 0 ,          
	parameter STAGES = 1,
    parameter logic SIGNED = 0,
    parameter IA_W = 16,
    parameter IB_W = 16,
    parameter MUL_W = 32
)(
	input logic 				i_clk,
    input logic                 i_en_ff,
	input logic					i_rstn,
    input  logic [IA_W-1:0]   	i_a,	 
	input  logic [IB_W-1:0]		i_b,	 
	output logic [MUL_W-1:0]  	o_prod 	 
);
logic sign_i_a, sign_i_b;
logic sign_out;
logic [IA_W-1:0]    abs_i_a;
logic [IB_W-1:0]    abs_i_b;
logic [15:0]        wallace_i_a, wallace_i_b;
logic [31:0]        wallace_out, wallace_out_signed;
logic [MUL_W-1:0]    prod_out;
generate
    if (SIGNED) begin
        assign sign_i_a = i_a[IA_W-1];
        assign sign_i_b = i_b[IB_W-1];
        assign abs_i_a = (sign_i_a)? (0 - i_a) : i_a;
        assign abs_i_b = (sign_i_b)? (0 - i_b) : i_b;
        assign wallace_i_a = {'0, abs_i_a[IA_W-2:0]};
        assign wallace_i_b = {'0, abs_i_b[IB_W-2:0]};
    end else begin
        assign sign_i_a = 0;
        assign sign_i_b = 0;
        assign abs_i_a = i_a;
        assign abs_i_b = i_b;
        assign wallace_i_a = {'0, abs_i_a[IA_W-1:0]};
        assign wallace_i_b = {'0, abs_i_b[IB_W-1:0]};
    end
endgenerate
wallace_16 #(
    .APPROX_TYPE (APPROX_TYPE)
) wallace_16_i (
    .i_a		    (wallace_i_a),          
    .i_b		    (wallace_i_b),
    .o_ab           (wallace_out));
generate
    if (SIGNED) begin
        assign sign_out = sign_i_a ^ sign_i_b;
        assign wallace_out_signed = (sign_out)? (0 - wallace_out) : wallace_out;
        assign prod_out = {wallace_out_signed[31], wallace_out_signed[MUL_W-2:0]};
    end else begin
        assign sign_out = 0;
        assign wallace_out_signed = wallace_out;
        assign prod_out = wallace_out_signed[MUL_W-1:0];
    end
endgenerate
assign o_prod = prod_out;
endmodule
module wallace_16 #(
	parameter integer APPROX_TYPE = 0   	     
)(
    input   logic [15:0]   	i_a,
	input   logic [15:0]	i_b,
	output  logic [31:0]    o_ab 	             
);
logic [7:0] AL, AH, BL, BH;
logic [15:0] acc_ALxBL, acc_ALxBH, acc_AHxBL, acc_AHxBH;
logic [9:0] partial1;
logic [9:0] partial2;
logic [9:0] partial3;
localparam integer APPROX_0 = APPROX_TYPE;
localparam integer APPROX_1 = APPROX_TYPE;
localparam integer APPROX_2 = APPROX_TYPE;
localparam integer APPROX_3 = (APPROX_TYPE==2)? 2 : 0;       
assign AL = i_a[7:0];
assign AH = i_a[15:8];
assign BL = i_b[7:0];
assign BH = i_b[15:8];
wallace_8 #(.APPROX_TYPE(APPROX_0)) ALxBL
    (.i_a(AL), .i_b(BL), .o_ab(acc_ALxBL));
wallace_8 #(.APPROX_TYPE(APPROX_1)) ALxBH
    (.i_a(AL), .i_b(BH), .o_ab(acc_ALxBH));
wallace_8 #(.APPROX_TYPE(APPROX_2)) AHxBL
    (.i_a(AH), .i_b(BL), .o_ab(acc_AHxBL));
wallace_8 #(.APPROX_TYPE(APPROX_3)) AHxBH
    (.i_a(AH), .i_b(BH), .o_ab(acc_AHxBH));
assign partial1 	    = acc_ALxBH[7:0]    + acc_AHxBL[7:0]    + acc_ALxBL[15:8];
assign partial2	        = partial1[9:8]     + acc_AHxBH[7:0]    + acc_ALxBH[15:8]   + acc_AHxBL[15:8];
assign partial3         = acc_AHxBH[15:8]   + partial2[9:8];
assign o_ab = {partial3[7:0], partial2[7:0], partial1[7:0], acc_ALxBL[7:0]};
endmodule
module wallace_4 #(
	parameter integer APPROX_TYPE = 0   	     
)(
    input   logic [3:0]   	i_a,
	input   logic [3:0]	    i_b,
	output  logic [7:0]     o_ab 	             
);
logic [1:0] AL, AH, BL, BH;
logic [3:0] acc_ALxBL, acc_ALxBH, acc_AHxBL, acc_AHxBH;
logic [3:0] partial1;
logic [3:0] partial2;
logic [3:0] partial3;
localparam integer APPROX_0 = (APPROX_TYPE==0)? 0 : 1;       
localparam integer APPROX_1 = (APPROX_TYPE==0)? 0 : 1;
localparam integer APPROX_2 = (APPROX_TYPE==0)? 0 : 1;
localparam integer APPROX_3 = (APPROX_TYPE==2)? 1 : 0;       
assign AL = i_a[1:0];
assign AH = i_a[3:2];
assign BL = i_b[1:0];
assign BH = i_b[3:2];
mul_2x2 #(.APPROX(APPROX_0)) ALxBL
    (.i_a(AL), .i_b(BL), .o_ab(acc_ALxBL));
mul_2x2 #(.APPROX(APPROX_1)) ALxBH
    (.i_a(AL), .i_b(BH), .o_ab(acc_ALxBH));
mul_2x2 #(.APPROX(APPROX_2)) AHxBL
    (.i_a(AH), .i_b(BL), .o_ab(acc_AHxBL));
mul_2x2 #(.APPROX(APPROX_3)) AHxBH
    (.i_a(AH), .i_b(BH), .o_ab(acc_AHxBH));
assign partial1 	    = acc_ALxBH[1:0]    + acc_AHxBL[1:0]    + acc_ALxBL[3:2];
assign partial2	        = partial1[3:2]     + acc_AHxBH[1:0]    + acc_ALxBH[3:2]    + acc_AHxBL[3:2];
assign partial3         = acc_AHxBH[3:2]    + partial2[3:2];
assign o_ab = {partial3[1:0], partial2[1:0], partial1[1:0], acc_ALxBL[1:0]};
endmodule
module wallace_8 #(
	parameter integer APPROX_TYPE = 0   	     
)(
    input   logic [7:0]   	i_a,
	input   logic [7:0]	    i_b,
	output  logic [15:0]     o_ab 	             
);
logic [3:0] AL, AH, BL, BH;
logic [7:0] acc_ALxBL, acc_ALxBH, acc_AHxBL, acc_AHxBH;
logic [5:0] partial1;
logic [5:0] partial2;
logic [5:0] partial3;
localparam integer APPROX_0 = APPROX_TYPE;
localparam integer APPROX_1 = APPROX_TYPE;
localparam integer APPROX_2 = APPROX_TYPE;
localparam integer APPROX_3 = (APPROX_TYPE==2)? 2 : 0;       
assign AL = i_a[3:0];
assign AH = i_a[7:4];
assign BL = i_b[3:0];
assign BH = i_b[7:4];
wallace_4 #(.APPROX_TYPE(APPROX_0)) ALxBL
    (.i_a(AL), .i_b(BL), .o_ab(acc_ALxBL));
wallace_4 #(.APPROX_TYPE(APPROX_1)) ALxBH
    (.i_a(AL), .i_b(BH), .o_ab(acc_ALxBH));
wallace_4 #(.APPROX_TYPE(APPROX_2)) AHxBL
    (.i_a(AH), .i_b(BL), .o_ab(acc_AHxBL));
wallace_4 #(.APPROX_TYPE(APPROX_3)) AHxBH
    (.i_a(AH), .i_b(BH), .o_ab(acc_AHxBH));
assign partial1 	    = acc_ALxBH[3:0]    + acc_AHxBL[3:0]    + acc_ALxBL[7:4];
assign partial2	        = partial1[5:4]     + acc_AHxBH[3:0]    + acc_ALxBH[7:4]    + acc_AHxBL[7:4];
assign partial3         = acc_AHxBH[7:4]    + partial2[5:4];
assign o_ab = {partial3[3:0], partial2[3:0], partial1[3:0], acc_ALxBL[3:0]};
endmodule
==> design/flow/run.sh <==
#!/bin/bash
# OpenROAD 26Q1-2900-gdf79404cd8, Yosys 0.63+post, stock flow scripts
make -C /OpenROAD-flow-scripts/flow DESIGN_CONFIG=/design/flow/config.mk WORK_HOME=/design/flow/orfs finish
==> design/flow/config.mk <==
export PLATFORM = sky130hd
export DESIGN_NAME = multiplier_wallace
export DESIGN_NICKNAME = multiplier_wallace
export VERILOG_FILES = /design/flow/design.v
export SDC_FILE = /design/flow/constraint.sdc
export NUM_CORES = 4
export LEC_CHECK = 1
export CORE_UTILIZATION = 40
==> design/flow/constraint.sdc <==
current_design multiplier_wallace

set clk_period 25.9
set clk_io_pct 0.2

create_clock -name clk0 -period $clk_period

set non_clock_inputs [all_inputs -no_clocks]
set_input_delay [expr $clk_period * $clk_io_pct] -clock clk0 $non_clock_inputs
set_output_delay [expr $clk_period * $clk_io_pct] -clock clk0 [all_outputs]
==> COMMIT_EDITMSG <==
Log flow metrics for this revision

- The number of setup buffers added after CTS is 0.
- The initial antenna violation count is 0.
* Die ar.: around 0.028 mm^2
- In this run the cell area of the synthesized design comes to between 0.01 and 0.015 mm^2.
- The transition time recorded at the tightest slew-check pin is 0.684 ns.
- Top cell by count, worst path: sky130_fd_sc_hd__fa_1
- After layout, the clock buffer instance count stands at 0.
* Arrival time of data at the critical path endpoint: a little under 20 ns
- Top-Level Pins: 67
* YS chip area: around 0.011 mm^2
- The final timing report lists a max-slew violation count of 0.
- Via count of the first global-routing pass: ~7.8k
- For this run the top cell type by instance count after synthesis was sky130_fd_sc_hd__ha_1.
* Hold Buf Count CTS: 0
- Critical path type: input pin to primary output
* Number of maximum-capacitance violations: 0
* Total track usage: between 15 and 20%
- Per the finish-stage timing summary, setup violations number 0.
- Pin count of the biggest net entering global routing: 17
- Top area cells in the synthesized netlist: sky130_fd_sc_hd__ha_1 34%, sky130_fd_sc_hd__fa_1 28%, sky130_fd_sc_hd__and2_1 14%
- After its last routability iteration, the placer logged a weighted congestion of 0.837.
- Initial DRT Pass Iterations: 4
* Distinct lib cells: 38
- Routed wire length per instance: ~14 um
- The first global-routing pass estimated just under 40000 um of wire.
- According to the floorplan report, the die height is approximately 170 um.
- Period minus WS final: between 20 and 25 ns
- Final non-filler cell area: 0.0122 mm^2
- STA classifies the critical path endpoint as a primary output.
* Cell count after synthesis: between 1k and 1.5k
* Final HPWL from detailed placement: 18500 um
- In this run the mean area of a mapped cell was 9.40 um^2.
- The synthesized design devotes to its leading area cell type approximately a third of total area.
* Peak per-stage delay on the critical path: 0.75 ns
* Share of final-layout standard cells stronger than drive strength 1: 1.87%
- Final Hold Viols: 0
- Total number of sequential cells: 0
- Remaining routing DRC violations: 0
- Critical Path Start Type: input pin
- Most numerous cell types in the synthesized netlist: 300 x sky130_fd_sc_hd__ha_1, 251 x sky130_fd_sc_hd__and2_1, 174 x sky130_fd_sc_hd__inv_1
* Area growth from synthesis to layout: 9.88%
- Summing the sequential cell areas from Yosys gives 0% of the chip area.
- Dividing the detail-routed via count by the number of cells gives between 4 and 5.
- Number of warning messages in the logs: 35
* Core area: between 0.02 and 0.03 mm^2
* Aggregate global routing overflow: 0
- Per the detailed placement report, the placed cell area equals 0.0122 mm^2.
- For the worst setup path, the data required time is between 20 and 25 ns.
- Setup repair after global routing left no endpoint under its margin.
- The routed layout has approximately 7.5k vias.
- Headroom to the max-slew limit: 54.2%
- The number of gates resized after CTS was 0.
- Per the detail_route report, inserted antenna diodes total 0.
* Sum of negative setup slack: 0 ns
- The initial utilization of the core area, before any placement, comes to 41.0%.
- Result of the run: completed
* Total number of yosys warnings: 0
- Port bufs: approximately 64
- Achievable frequency: 0.0408 GHz
* Crit path max fanout: 16
* Number of nets still failing antenna checks after routing: 0
* Iter 0 DRT Violations: 187
* Cell type contributing the most total cell area after synthesis: sky130_fd_sc_hd__ha_1
- Die extent in x: between 150 and 200 um
* FP Rows: 60
- For this block, the routed nets add up to between 20000 and 25000 um of wire.
- Number of cells in Yosys stat: ~1.2k
* Combined flip-flop and latch cell area: 0 um^2
* Slowest cell on crit path: sky130_fd_sc_hd__clkdlybuf4s50_1
- According to the hold report, the worst path is of the input pin to primary output type.
- Of the available clock period, the critical path in the final layout requires between 90% and 100%.
[logic make-up after synthesis]
family	count (synthesis)	synth area share [%]
adders and majority gates	457	62.0
and+or+nand+nor	327	17.7
xor gates and xnor gates	101	8.03
buffers and inverters	207	7.02
AOI/OAI and AO/OA	90	5.22
[per-layer routing]
| layer | track usage [%] | wire [um] | vias up |
|---|---|---|---|
| met5 | 0 | 0 | - |
| met4 | 0.395 | 48 | 0 |
| met3 | 2.19 | 985 | 2 |
| met2 | 27.9 | 9930 | 111 |
| met1 | 27.5 | 10900 | 3525 |
| li1 | - | - | 3878 |
[area by class of cell]
type	instances	area [um^2]
tap	372	465
fill	2643	14900
timing repair buffer	80	761
multi-input combinational	975	10300
inverter	174	653
[worst paths after layout]
path                  cells after the start          to  slack, ns    from
worst max-delay path                     55  o_prod[30]       1.38  i_a[0]
worst min-delay path                      5   o_prod[1]      11.76  i_b[1]
[layout by cell type, fill, tap and decap left out, types with 22 or more instances in the layout]
master / count
sky130_fd_sc_hd__ha_1: 300
sky130_fd_sc_hd__a21o_1: 22
sky130_fd_sc_hd__xor2_1: 38
sky130_fd_sc_hd__clkdlybuf4s50_1: 64
sky130_fd_sc_hd__inv_1: 174
sky130_fd_sc_hd__and2_1: 251
sky130_fd_sc_hd__a21oi_1: 43
sky130_fd_sc_hd__nor2b_1: 25
sky130_fd_sc_hd__fa_1: 157
sky130_fd_sc_hd__xnor2_1: 62
[per-stage QoR]
stage	setup slack, ns	hold WS, ns	cells	utilization (%)
detailed placement	1.28	11.76	1601	45.1
global placement	1.29	11.77	1601	45.1
finish	1.38	11.76	1601	45.1
global route	0.593	11.82	1601	45.1
floorplan	3.54	10.54	1182	-
CTS	1.25	11.78	1601	45.1
[critical path, delay by kind of cell]
kind,cells,cell delay [ns]
fa+ha+maj,23,8.56
compound gates,10,1.74
buf+inv,10,1.63
xor+xnor,7,1.16
simple gates,5,1.04
