==> design/flow/config.mk <==
export PLATFORM = sky130hd
export DESIGN_NAME = multiplier_booth
export DESIGN_NICKNAME = multiplier_booth
export VERILOG_FILES = /design/flow/design.v
export SDC_FILE = /design/flow/constraint.sdc
export NUM_CORES = 4
export LEC_CHECK = 1
export CORE_UTILIZATION = 40
==> design/flow/constraint.sdc <==
current_design multiplier_booth

set clk_period 31.3
set clk_io_pct 0.2

create_clock -name clk0 -period $clk_period

set non_clock_inputs [all_inputs -no_clocks]
set_input_delay [expr $clk_period * $clk_io_pct] -clock clk0 $non_clock_inputs
set_output_delay [expr $clk_period * $clk_io_pct] -clock clk0 [all_outputs]
==> design/flow/design.v <==
package sauria_addr_pkg;
    parameter CONTROLLER_OFFSET = 32'h4000_0000;
    parameter SAURIA_OFFSET     = 32'h5000_0000;
    parameter DMA_OFFSET        = 32'h6000_0000;
    parameter CFG_REGS_OFFSET   = 32'h0000_0000;
    parameter CFG_CON_OFFSET    = 32'h0000_0200;
    parameter CFG_ACT_OFFSET    = 32'h0000_0400;
    parameter CFG_WEI_OFFSET    = 32'h0000_0600;
    parameter CFG_OUT_OFFSET    = 32'h0000_0800;
    parameter SRAMA_OFFSET      = 32'h0004_0000;
    parameter SRAMB_OFFSET      = 32'h0008_0000;
    parameter SRAMC_OFFSET      = 32'h000C_0000;
    parameter SAURIA_DMA_OFFSET         = 32'hD000_0000;
    parameter SAURIA_DMA_ADDR_MASK      = 32'hF000_0000;
    parameter AXI_CONTROLLER_ADDR_MASK      = 32'hFFFF_FF00;
    parameter AXI_SAURIA_ADDR_MASK          = 32'hFFC0_0000;
    parameter AXI_DMA_ADDR_MASK             = 32'hFFFF_FFC0;
    parameter SAURIA_MEM_ADDR_MASK          = 32'h003C_0000;
    parameter SAURIA_REG_ADDR_MASK          = 32'h000F_FE00;
endpackage
module multiplier_booth #(
    parameter APPROX_TYPE = 0,
    parameter M_APPROX = 16,
    parameter logic SIGNED = 0,
    parameter IA_W = 16,
    parameter IB_W = 16,
    parameter MUL_W = 32
)(
	input logic 				i_clk,
    input logic                 i_en_ff,
	input logic					i_rstn,
    input  logic [IA_W-1:0]   	i_a,	 
	input  logic [IB_W-1:0]		i_b,	 
	output logic [MUL_W-1:0]  	o_prod 	 
);
localparam IN_W = ((IA_W) > (IB_W) ? (IA_W) : (IB_W)) + (!SIGNED);    
logic signed [IN_W-1:0] a;
logic signed [IN_W-1:0] b;
localparam                              N_PARTIAL = (IN_W/2);        
logic [0:N_PARTIAL-1][2:0]              r_groups;                    
logic [0:N_PARTIAL-1]                   r_neg;                       
logic [0:N_PARTIAL-1]                   r_two;                       
logic [0:N_PARTIAL-1]                   r_zero;                      
logic signed [0:N_PARTIAL-1][IN_W:0]    pproducts;                   
logic signed [2*IN_W-1:0]               final_sum;
generate
    if (SIGNED) begin
        assign a = $signed(i_a);
        assign b = $signed(i_b);
    end else begin
        assign a = {1'b0, i_a};
        assign b = {1'b0, i_b};
    end
endgenerate
always_comb begin : Booth_Encoder
    for (integer j=0; j<N_PARTIAL; j++) begin
        if (j==0) begin
            r_groups[j] = {a[2*j+1], a[2*j], 1'b0};
        end else begin
            r_groups[j] = {a[2*j+1], a[2*j], a[2*j-1]};
        end
    end
end
always_comb begin : Pprod_gen
    for (integer j=0; j<N_PARTIAL; j++) begin
        case (r_groups[j])
            3'b000 : begin            
                r_neg[j] = 0;
                r_two[j] = 0;
                r_zero[j] = 1;
            end
            3'b001 : begin            
                r_neg[j] = 0;
                r_two[j] = 0;
                r_zero[j] = 0;
            end
            3'b010 : begin            
                r_neg[j] = 0;
                r_two[j] = 0;
                r_zero[j] = 0;
            end
            3'b011 : begin            
                r_neg[j] = 0;
                r_two[j] = 1;
                r_zero[j] = 0;
            end
            3'b100 : begin            
                r_neg[j] = 1;
                r_two[j] = 1;
                r_zero[j] = 0;
            end
            3'b101 : begin            
                r_neg[j] = 1;
                r_two[j] = 0;
                r_zero[j] = 0;
            end
            3'b110 : begin            
                r_neg[j] = 1;
                r_two[j] = 0;
                r_zero[j] = 0;
            end
            default: begin            
                r_neg[j] = 0;
                r_two[j] = 0;
                r_zero[j] = 1;
            end
        endcase
        for (integer k=0; k<(IN_W+1); k++) begin
            if ((APPROX_TYPE>0) && (k < M_APPROX-(2*j))) begin
                if (APPROX_TYPE==1) begin
                    if (k==IN_W) begin
                        pproducts[j][k] = (~b[IN_W-1] & r_neg[j]) | (b[IN_W-1] & ~r_neg[j] & ~r_zero[j]);
                    end else begin
                        pproducts[j][k] = (~b[k] & r_neg[j]) | (b[k] & ~r_neg[j] & ~r_zero[j]);
                    end
                end else begin
                    if (k==0) begin
                        pproducts[j][0] = b[0] & ~r_zero[j];
                    end else if (k<IN_W) begin
                        pproducts[j][k] = (pproducts[j][k-1] | b[k]) & ~r_zero[j];
                        pproducts[j][k-1] = 1'b0;
                    end else begin
                        pproducts[j][k] = (pproducts[j][k-1] | b[IN_W-1]) & ~r_zero[j];
                        pproducts[j][k-1] = 1'b0;
                    end
                end
            end else begin
                if (k==0) begin
                    pproducts[j][k] = (((b[k] & ~r_two[j]) | (1'b0 & r_two[j])) ^ r_neg[j]) & ~r_zero[j];
                end else if (k==IN_W) begin
                    pproducts[j][k] = (((b[IN_W-1] & ~r_two[j]) | (b[k-1] & r_two[j])) ^ r_neg[j]) & ~r_zero[j];
                end else begin
                    pproducts[j][k] = (((b[k] & ~r_two[j]) | (b[k-1] & r_two[j])) ^ r_neg[j]) & ~r_zero[j];
                end
            end
        end
        if (APPROX_TYPE==0) begin
            pproducts[j] = pproducts[j] + r_neg[j];
        end else begin
            if (APPROX_TYPE==1) begin
                pproducts[j][0] = pproducts[j][0] | r_neg[j];
            end else begin
                if (M_APPROX-(2*j) <= 0) begin
                    pproducts[j] = pproducts[j] + r_neg[j];
                end
            end
        end
    end
end
always_comb begin : Pprod_reduction
    final_sum = 0;
    for (integer j=0; j<N_PARTIAL; j++) begin
        final_sum = $signed(final_sum) + ($signed(pproducts[j]) * $signed(2**(2*j)));
    end
end
assign o_prod = final_sum;
endmodule
==> design/flow/run.sh <==
#!/bin/bash
# OpenROAD 26Q1-2900-gdf79404cd8, Yosys 0.63+post, stock flow scripts
make -C /OpenROAD-flow-scripts/flow DESIGN_CONFIG=/design/flow/config.mk WORK_HOME=/design/flow/orfs finish
==> flow_summary.yaml <==
# synthesis and place-and-route metrics
run_status:
  status: "completed"
worst_setup_path:
  path_buffers: 7
  cp_slowest_cell: "fa_1"
  start_kind: "primary input"
  crit_required_ns: 25.04
  end_kind: "output port"
  crit_path_max_fanout: 42
  cp_slowest_stage_delay_ns: 0.59
  cpLargestDelayFamily: "adder cells"
  cp-startpoint: "i_a[7]"
  criticalPathCategory: "primary input to output port"
  worstPathArrival_ns: 14.97
drt:
  drt_wl_total_um: 45300
  wl_per_cell_um: 20.9
  vias: 12880
  drt_pass1_iterations: 6
  ant_nets: 0
  vias_per_cell: 5.95
  drcViolationCount: 0
  diodes: 0
  met3_length_um: 3870
  dr_wl_met2_um: 20400
  drt-initial-drc-count: 1310
  top_layer_used: "met4"
  drt-met1-wl_um: 19300
logic_synthesis:
  synth_cell_types: 88
  ys_seq_frac: 0
  syn_avg_cell_area_um2: 7.42
  syn_area_um2: 13200
  netlist_top_cells_count: "144 x nand2_1, 141 x inv_1, 129 x xnor2_1"
  ys.warnings.count: 1
  yosysTopAreaCellShare: 0.185
  ys_cells: 1783
  netlist_instances: 1783
  synth_top_cell_by_count: "nand2_1"
  ys_chip_area_um2: 13200
  yosys-top-cells-area: "fa_1 18%, xnor2_1 8.5%, xor2_1 7.8%"
  top_area_cell: "fa_1"
place:
  dp_hpwl_um: 33800
  post-place-cells: 2166
  io_buffers: 64
  gp_congestion: 1.01
final_layout:
  synthToLayoutAreaGrowth_pct: 5.80
  final_cells: 2166
  drive_gt1_frac: 0.0661
  seq_area_um2: 0
  fillers: 3308
  clock_buffers: 0
  flops: 0
worst_hold_path:
  hp-start: "i_a[0]"
  hold_class: "primary input to output port"
floorplan:
  coreArea_um2: 32500
  initial_core_util: 0.407
  die_area_um2: 33800
  die_x_um: 184
  die_h_um: 184
  rows: 66
  pin_count: 67
clocking:
  ctsHoldBuffers: 0
  post_cts_buffers: 0
  cts.repair.resized: 0
timing:
  slew_headroom: 0.411
  fmaxAchievable_ghz: 0.0471
  setup_tns_ns: 0
  finalSetupViolCount: 0
  tightest_slew_ns: 0.872
  rsz0062_at_grt: "false"
  maxSlewViolCount: 0
  finalHoldViolations: 0
  layout_min_cycle_time_ns: 21.23
  finalCritPeriodShare: 0.678
global_routing:
  grt_max_degree: 67
  overflow: 0
  grtUsageTotal: 0.279
  grt_pass1_vias: 11749
  grt_first_pass_wirelength_um: 70600
  antenna_found_initial: 0
pwr:
  cellLeakagePower_nw: 5.72
  powerDensity_nw_per_um2: 103
  ir_drop_mv: 0.125
flow_run:
  openroad.warnings: 35
  maxCapViolations: 0
-- cells by family after synthesis --
group                      share of synthesized area
AOI/OAI and AO/OA                              0.242
xor gates and xnor gates                       0.168
adders and majority gates                      0.237
buffers and inverters                         0.0973
muxes                                         0.0585
and+or+nand+nor                                0.197
-- metal layers --
| layer | GRT usage | up-vias |
|---|---|---|
| li1 | - | 6136 |
| met1 | 0.400 | 6088 |
| met2 | 0.439 | 577 |
| met3 | 0.0420 | 79 |
| met4 | 0.0880 | 0 |
| met5 | 0 | - |
-- path summary, 6_finish.rpt --
path                    endpoint  cells after the start
worst max-delay path  o_prod[31]                     27
worst min-delay path   o_prod[0]                      4
-- where the power goes --
part | total (mW) | switching, mW | internal [mW]
combinational | 1.44 | 0.660 | 0.780
clock | 0 | 0 | 0
sequential | 0 | 0 | 0
-- area by class of cell --
cell class                 count  area (um2)  share of cell area
multi-input combinational   1467       11900               0.853
timing repair buffer         115         968              0.0692
inverter                     142         533              0.0381
tap                          442         553              0.0395
-- cells in the final DEF (no fill, tap or decap), drive strengths merged, types with 10 or more instances in the layout --
cell type / Yosys / routed
o21ai: 126 / 126
a22oi: 59 / 59
clkdlybuf4s50: 0 / 53
a21oi: 80 / 80
and3: 14 / 14
a221oi: 37 / 37
xor2: 120 / 120
and2: 23 / 23
o21a: 14 / 14
or3b: 10 / 10
mux2i: 66 / 66
nor2b: 10 / 10
inv: 142 / 142
nor3: 24 / 24
o211ai: 10 / 10
nand3: 28 / 28
and3b: 13 / 13
o221ai: 21 / 21
nand3b: 11 / 11
ha: 55 / 55
nand4: 13 / 13
a211oi: 12 / 12
nor3b: 23 / 23
xnor2: 129 / 129
buf: 85 / 62
a21o: 11 / 11
nor2: 128 / 128
fa: 122 / 122
mux2: 10 / 10
nand2: 144 / 144
a222oi: 20 / 20
nand2b: 18 / 18
-- worst min-delay path: stages --
cell and delay [ns]:
clkdlybuf4s50_1 0.40, buf_4 0.25, and2_1 0.21, clkdlybuf4s50_1 0.39
-- per-stage QoR --
stage	hold slack, ns	util	power [mW]	cell area (um2)	worst slack [ns]
6_report	13.78	0.430	1.44	14000	10.07
5_1_grt	13.84	0.430	1.65	14000	9.51
4_1_cts	13.80	0.430	1.47	14000	10.07
3_5_place_dp	13.79	0.430	1.46	14000	10.10
3_3_place_gp	13.79	0.430	1.46	14000	10.13
2_1_floorplan	12.88	-	0.867	13200	11.93
Power and IR drop assume default switching activity.
